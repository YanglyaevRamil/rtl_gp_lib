## design.v

```verilog
module gp_reg_slice #(
    parameter DATA_WIDTH  = 32
)(
    input  wire                    clk_i      ,
    input  wire                    arstn_i    ,
    output wire                    rx_ready_o ,
    input  wire                    rx_valid_i ,
    input  wire [DATA_WIDTH-1 : 0] rx_data_i  ,
    input  wire                    tx_ready_i ,
    output reg                     tx_valid_o ,
    output reg  [DATA_WIDTH-1 : 0] tx_data_o
);
    assign rx_ready_o = tx_ready_i | (~tx_valid_o) ;
    always_ff @(posedge clk_i or negedge arstn_i) begin : tx_valid_reg
        if (!arstn_i)
            tx_valid_o <= 1'b0 ;
        else if (rx_ready_o)
            tx_valid_o <= rx_valid_i ;
    end
    always_ff @(posedge clk_i) begin : tx_data_reg
        if (rx_ready_o)
            tx_data_o <= rx_data_i ;
    end
endmodule  
```

## run.sh

```bash
#!/bin/bash
# OpenROAD 26Q1-2900-gdf79404cd8, Yosys 0.63+post, stock flow scripts
make -C /OpenROAD-flow-scripts/flow DESIGN_CONFIG=/design/flow/config.mk WORK_HOME=/design/flow/orfs finish
```

## constraint.sdc

```tcl
current_design gp_reg_slice

set clk_period 1.9
set clk_io_pct 0.2

create_clock -name clk0 -period $clk_period [get_ports {clk_i}]

set non_clock_inputs [all_inputs -no_clocks]
set_input_delay [expr $clk_period * $clk_io_pct] -clock clk0 $non_clock_inputs
set_output_delay [expr $clk_period * $clk_io_pct] -clock clk0 [all_outputs]
```

## config.mk

```make
export PLATFORM = sky130hd
export DESIGN_NAME = gp_reg_slice
export DESIGN_NICKNAME = gp_reg_slice
export VERILOG_FILES = /design/flow/design.v
export SDC_FILE = /design/flow/constraint.sdc
export NUM_CORES = 4
export LEC_CHECK = 1
export CORE_AREA = 10 10 97 97
export DIE_AREA = 0 0 107 107
```

==> flow_summary.ini <==
; synthesis and place-and-route metrics
[pwr]
p_per_area_nw_per_um2 = 807.1
p_int_uw = 1264
power_frac_clock_pct = 31.2
p_seq_share_pct = 56.6
combPwrFrac_pct = 12.2
power.leakage_uw = 0.0006585
ir_drop_uv = 311.5
sw_frac_of_total_pct = 18.02
netSwitchingPower_uw = 277.9

[critical_path]
r2r_end = tx_data_o[20]$_DFFE_PP_
start_kind = primary input
crit_path_start = tx_ready_i
ff2ff_setup_slack_ns = 0.68
reg2reg_from = tx_valid_o$_DFFE_PN0P_
path_cells = clkdlybuf4s50_1 -> nand2b_4 -> clkdlybuf4s50_1
cpMaxStageDelayCell = clkdlybuf4s50_1
worst-setup-path-type = in -> out
cp-end-kind = output port
critPathArrivalTime_ns = 1.41
cpMostUsedCell = clkdlybuf4s50_1
reg2reg_depth = 2
critPathMaxFanout = 2
max_stage_delay_ns = 0.47
crit_end = rx_ready_o
cp.required_ns = 1.52

[sta]
slew-limit-headroom_pct = 71.81
hold_viol = 0
setup_violations = 0
slew_violations = 0
fin_skew_ns = 0.004192
tightest_slew_ns = 0.4229
period_used_pct = 94.11
rsz0062_at_grt = false
fmax_mhz = 559.3
setup_tns_ns = 0
period_needed_ns = 1.788

[floorplanning]
ios = 70
dieArea_um2 = 11450
std_cell_rows = 31
core-area_um2 = 7292
fp.dieH_um = 107
fp-utilization_pct = 13.83
die_w_um = 107

[placed_design]
place.gp.congestion = 0.7218
dp_cells = 204
numPortBuffers = 69

[synth]
logic_family = simple AND/OR/NAND/NOR gates
synth_adder_area_share_pct = 0
netlist.area_leader.share_pct = 95.29
ys_cells = 35
ys_seq_elements = 33
synth_warnings = 1
ys_sh_xor_pct = 0
yosysTopAreaCell = edfxtp_1
synth-simple-area-share_pct = 2.233
syn_avg_cell_area_um2 = 28.81
synth_cell_types = 4
ys_sh_aoi_pct = 0
mux_share_pct = 0
syn_area_um2 = 1008
ys_seq_share_pct = 97.77
synthCells = 35
synth_chip_area_um2 = 1008
top_cells_by_area = edfxtp_1 95%, dfrtp_1 2.5%, nand2b_4 1.4%

[detailed_routing]
antenna_cells = 0
wire_per_inst_um = 14.98
dr.pass1.iters = 2
vias = 637
drt_wl_total_um = 3175
ant_nets = 0
first_iter_violations = 14
drc = 0
via_per_inst = 3.005

[final_layout]
final_cell_mix = 69 x clkdlybuf4s50_1, 32 x edfxtp_1, 5 x clkbuf_8
drive_gt1_share_pct = 7.080
layout.cells.non_filler = 212
lay_top_count = clkdlybuf4s50_1
syn_to_final_growth_pct = 89.45
post-route-util_pct = 26.20

[global_route]
grt_max_degree = 34
met1_usage_pct = 5.126
grt_pass1_vias = 722
grt_pass1_wl_um = 4312
track_usage_pct = 5.142
gr-total-overflow = 0
grt.busiest_layer = met2
use_met3_pct = 3.517
antenna_found_initial = 0
met2_usage_pct = 8.911

[clock_tree]
cts.sinks = 33
cts-resized-gates = 0
cts-root-buf = clkbuf_8
htreeDepth = 2
clock_latency_ns = 0.27
cts_tree = built
postCtsSetupRepairBufs = 0
cts.path.max_buffers = 2
numCtsBuffers = 5
clkSlewWorstSetupHoldPaths_ns = 0.06
cts_hold_repair.buffers = 0

[job]
tool_warnings = 25
drv_cap = 0

[run_status]
status = complete, no violations

[worst_hold_path]
hold_path_class = in -> async
## routing by layer
layer  wire length [um]  vias up
met1               1139      299
met2               1589       43
met5                  0        -
met4                 22        0
li1                   -      290
met3                423        5
## power groups by stage
| stage | clock [uW] | sequential (uW) | combinational [uW] |
|---|---|---|---|
| after CTS | 501 | 875 | 195 |
| after global routing | 530 | 878 | 202 |
| final | 481 | 873 | 188 |
## logic make-up (layout without fill, tap and decap cells)
| logic type | after synthesis | in the layout |
|---|---|---|
| buf+inv | 0 | 78 |
| flops | 33 | 33 |
| simple gates | 2 | 2 |
## flip-flops by register name, summed over array words and instances (netlist names)
| register | flops |
|---|---|
| tx_valid_o | 1 |
| tx_data_o | 32 |
## through the flow
step | total power, uW | setup WS (ns) | hold WS, ns | cell area [um2]
2_1_floorplan | 890.7 | 0.8282 | 0.08441 | 1008
6_report | 1542 | 0.1119 | 0.2438 | 1911
3_5_place_dp | 1085 | 0.1053 | 0.5358 | 1831
4_1_cts | 1571 | 0.1021 | 0.2323 | 1911
3_3_place_gp | 1083 | 0.1029 | 0.5319 | 1831
5_1_grt | 1610 | 0.06524 | 0.2337 | 1911
## area by class of cell
type                            instances  area [um2]
Fill cell                             776        5381
Sequential cell                        33       985.9
Timing Repair Buffer                   70       698.2
Tap cell                               99       123.9
Clock buffer                            8       80.08
Multi-Input combinational cell          2       22.52
## cells in the mapped netlist
| master | number |
|---|---|
| dfrtp_1 | 1 |
| edfxtp_1 | 32 |
| nand2b_2 | 1 |
| nand2b_4 | 1 |
## critical path, delay by kind of cell
kind	cells	cell delay [ns]
simple gates	1	0.11
buf+inv	2	0.92
## worst min-delay path by stage
stage / from / end / cells after the start
6_report: arstn_i / tx_valid_o$_DFFE_PN0P_ / 1
5_1_grt: arstn_i / tx_valid_o$_DFFE_PN0P_ / 1
4_1_cts: arstn_i / tx_valid_o$_DFFE_PN0P_ / 1
Power and IR drop assume default switching activity.
