## flow/config.mk

```make
export PLATFORM = sky130hd
export DESIGN_NAME = gp_axis_to_apb_bridge
export DESIGN_NICKNAME = gp_axis_to_apb_bridge
export VERILOG_FILES = /design/flow/design.v
export SDC_FILE = /design/flow/constraint.sdc
export NUM_CORES = 4
export LEC_CHECK = 1
export CORE_AREA = 10 10 101 101
export DIE_AREA = 0 0 111 111
```

## flow/constraint.sdc

```tcl
current_design gp_axis_to_apb_bridge

set clk_period 3.3
set clk_io_pct 0.2

create_clock -name clk0 -period $clk_period [get_ports {clk_i}]

set non_clock_inputs [all_inputs -no_clocks]
set_input_delay [expr $clk_period * $clk_io_pct] -clock clk0 $non_clock_inputs
set_output_delay [expr $clk_period * $clk_io_pct] -clock clk0 [all_outputs]
```

## flow/design.v

```verilog
module gp_axis_to_apb_bridge #(
    parameter BYPASS_FIFO    =  0,  
    parameter FIFO_DEPTH     =  8,  
    parameter APB_ADDR_WIDTH = 32,
    parameter APB_DATA_WIDTH = 32,
    parameter AXI_DATA_WIDTH = 32,
    parameter AXI_USER_WIDTH = APB_ADDR_WIDTH+1
)(
    input  wire                        clk_i        ,
    input  wire                        rst_n_i      ,
    output wire [AXI_DATA_WIDTH-1 : 0] bwd_tdata_o  ,
    output wire                        bwd_tvalid_o ,
    input  wire                        bwd_tready_i ,
    output wire                        bwd_tuser_o  ,
    input  wire [AXI_DATA_WIDTH-1 : 0] fwd_tdata_i  ,
    input  wire                        fwd_tvalid_i ,
    output wire                        fwd_tready_o ,
    input  wire [AXI_USER_WIDTH-1 : 0] fwd_tuser_i  ,
    output wire [APB_ADDR_WIDTH-1 : 0] paddr_o      ,
    output wire [APB_DATA_WIDTH-1 : 0] pwdata_o     ,
    input  wire [APB_DATA_WIDTH-1 : 0] prdata_i     ,
    output wire                        psel_o       ,
    output wire                        pwrite_o     ,
    output wire                        penable_o    ,
    input  wire                        pready_i     ,
    input  wire                        pslverr_i
);
    localparam FIFO_DATA_WIDTH = AXI_DATA_WIDTH + AXI_USER_WIDTH;
    localparam [1:0] IDLE   = 2'b00;
    localparam [1:0] SETUP  = 2'b01;
    localparam [1:0] ACCESS = 2'b10;
    reg [AXI_DATA_WIDTH-1 : 0] fwd_tdata;
    reg [AXI_USER_WIDTH-1 : 0] fwd_tuser;
    reg                        bwd_tvalid;
    reg                        fwd_tready;
    wire                       fwd_tvalid;
    reg [APB_DATA_WIDTH-1 : 0] prdata;
    reg                        pslverr;
    reg  [1 : 0] state;
    reg  [1 : 0] next_state;
    if (BYPASS_FIFO == 1) begin:byp_fifo_buffer
        assign fwd_tready_o = fwd_tready;
        assign fwd_tvalid = fwd_tvalid_i;
        always @(posedge clk_i)
            if (fwd_hndshk) begin
                fwd_tdata <= fwd_tdata_i;
                fwd_tuser <= fwd_tuser_i;
            end
    end
    else begin:fifo_buffer
        reg [FIFO_DATA_WIDTH-1 : 0] rd_fifo_data;
        gp_fifo_sync #(
            .FIFO_DEPTH ( FIFO_DEPTH      ),
            .DATA_WIDTH ( FIFO_DATA_WIDTH )
        ) u_rx_fifo_buf (
            .clk_i      ( clk_i         ),
            .rst_n_i    ( rst_n_i       ),
            .wr_ready_o ( fwd_tready_o  ),
            .wr_valid_i ( fwd_tvalid_i  ),
            .wr_data_i  ( {fwd_tuser_i, 
                           fwd_tdata_i} ),
            .rd_ready_i ( fwd_tready    ),
            .rd_valid_o ( fwd_tvalid    ),
            .rd_data_o  ( rd_fifo_data  )
        );
        always @(posedge clk_i)
            if (fwd_hndshk) 
                {fwd_tuser, fwd_tdata} <= rd_fifo_data;
    end
    assign fwd_hndshk = fwd_tready & fwd_tvalid;
    assign bwd_hndshk = bwd_tready_i & bwd_tvalid_o;
    always @(posedge clk_i)
        if (~rst_n_i)
            fwd_tready <= 1'b1;
        else if (fwd_hndshk)
            fwd_tready <= 1'b0;
        else if (bwd_hndshk)
            fwd_tready <= 1'b1;
    assign bwd_tvalid_o = bwd_tvalid;
    always @(posedge clk_i)
        if (~rst_n_i)
            bwd_tvalid <= 1'b0;
        else if (bwd_hndshk)
            bwd_tvalid <= 1'b0;
        else if (state[1] & pready_i)
            bwd_tvalid <= 1'b1;
    always @(posedge clk_i)
        if (pready_i & penable_o & psel_o) begin
            prdata <= prdata_i;
            pslverr <= pslverr_i;
        end
    always @(posedge clk_i)
        if (~rst_n_i) 
            state <= IDLE;
        else 
            state <= next_state;
    always @(*)
        case (state)
            IDLE   : begin
                next_state = fwd_hndshk ? SETUP : IDLE;
            end
            SETUP  : begin
                next_state = ACCESS;
            end
            ACCESS : begin
                next_state = pready_i ? IDLE : ACCESS;
            end
            default : begin
                next_state = IDLE;
            end
        endcase
    assign {pwrite_o, paddr_o} = fwd_tuser;
    assign pwdata_o = fwd_tdata;
    assign psel_o = |state;
    assign penable_o = state[1];
    assign bwd_tuser_o = pslverr;
    assign bwd_tdata_o = prdata;
endmodule
module gp_fifo_sync #(
    parameter FIFO_DEPTH =  8,
    parameter DATA_WIDTH = 32
)(
    input  wire                    clk_i      ,
    input  wire                    rst_n_i    ,
    output wire                    wr_ready_o ,
    input  wire                    wr_valid_i ,
    input  wire [DATA_WIDTH-1 : 0] wr_data_i  ,
    input  wire                    rd_ready_i ,
    output wire                    rd_valid_o ,
    output wire [DATA_WIDTH-1 : 0] rd_data_o  
);
    localparam ADDR_WIDTH = $clog2(FIFO_DEPTH);
    localparam OCCP_WIDTH = $clog2(FIFO_DEPTH+1);
    reg [FIFO_DEPTH-1 : 0][DATA_WIDTH-1 : 0] memory;
    reg [OCCP_WIDTH-1 : 0] fifo_cnt;
    reg [ADDR_WIDTH-1 : 0] wr_ptr;
    reg [ADDR_WIDTH-1 : 0] rd_ptr;
    wire fifo_push;
    wire fifo_pop;
    wire empty;
    wire full;
    assign fifo_push = wr_valid_i & wr_ready_o;
    assign fifo_pop = rd_ready_i & rd_valid_o;
    assign empty = ~(|fifo_cnt);
    assign full = (fifo_cnt == FIFO_DEPTH);
    assign rd_valid_o = ~empty;
    assign wr_ready_o = ~full;
    always @(posedge clk_i)
        if (~rst_n_i) begin
            fifo_cnt <= {OCCP_WIDTH{1'b0}};
        end else begin
            case ({fifo_push, fifo_pop})
                2'b10   : fifo_cnt <= fifo_cnt + 1'b1;
                2'b01   : fifo_cnt <= fifo_cnt - 1'b1;
                default : fifo_cnt <= fifo_cnt;
            endcase
        end
    always @(posedge clk_i) begin
        if (~rst_n_i) begin
            wr_ptr <= {ADDR_WIDTH{1'b0}};
        end else if (fifo_push) begin
            wr_ptr <= (wr_ptr == (FIFO_DEPTH-1)) ? {ADDR_WIDTH{1'b0}} : wr_ptr + 1'b1;
        end
    end
    always @(posedge clk_i) begin
        if (fifo_push) begin
            memory[wr_ptr] <= wr_data_i;
        end
    end
    always @(posedge clk_i) begin
        if (~rst_n_i) begin
            rd_ptr <= {ADDR_WIDTH{1'b0}};
        end else if (fifo_pop) begin
            rd_ptr <= (rd_ptr == (FIFO_DEPTH-1)) ? {ADDR_WIDTH{1'b0}} : rd_ptr + 1'b1;
        end
    end
    assign rd_data_o = memory[rd_ptr];
endmodule
```

## flow/run.sh

```bash
#!/bin/bash
# OpenROAD 26Q1-2900-gdf79404cd8, Yosys 0.63+post, stock flow scripts
make -C /OpenROAD-flow-scripts/flow DESIGN_CONFIG=/design/flow/config.mk WORK_HOME=/design/flow/orfs finish
```

==> flow_summary.ini <==
; yosys + openroad results
[final_timing]
rsz0062_at_grt = false
whs_ns = 0.487
drv_slew = 0
finalSetupViolCount = 0
finalClockPeriodUsage_pct = 66.7
timing.fmax_ghz = 0.455
finalHoldViolations = 0
min_period_ns = 2.20
fin_skew_ns = 0.00633
finalSetupTns_ns = 0

[worst_setup_path]
cp.arrival_ns = 2.41
worstPathRequired_ns = 3.51
path_cells = clkdlybuf4s50_1, nand2_1, ha_1, xor2_1, ha_1, a21oi_2, xor2_1, or3_1, a21boi_1
cp_slowest_cell = clkdlybuf4s50_1
start_kind = input pin
worstPathMaxFanout = 5
path_class = in2reg
cp-end-kind = flop
slowest_delay_ns = 0.45

[cts]
numCtsBuffers = 5
insertion_delay_ns = 0.28
postCtsSetupBuffers = 0
cts.sinks = 41
cts_tree = built
cts_max_level = 2
cts_resized = 0
cts_buffer_depth = 2
root_buffer = clkbuf_8
clk_pin_slew_ns = 0.08
hold_buffers = 0

[power_and_ir_drop]
p_per_area_nw_per_um2 = 550
intPower_mw = 1.10
p_clk_share_pct = 26.0
p_leak_nw = 1.04
p_sw_share_pct = 24.8
p_comb_share_pct = 26.6
pwr-share-seq_pct = 47.5
power.ir.vdd_worst_uv = 310
switching_power_mw = 0.361

[placement]
dp_cells = 325
dpl_cell_area_um2 = 2550
port_buffers = 74
place.gp.congestion = 0.784
dp_hpwl_um = 3500

[global_routing]
grt_pass1_wl_um = 6440
antenna_found_initial = 0
overflow = 0
track_usage_pct = 6.41
grt_max_degree = 34
grt_pass1_vias = 1128

[routing]
wl_met3_um = 450
totalWireLength_um = 4170
firstDrtPassIters = 4
maxUsedRoutingLayer = met4
drtIter0Drc = 36
drc_errors = 0
antennaDiodeCount = 0
met1_length_um = 1890
vias_per_cell = 3.25
ant_nets = 0
routedWlPerCell_um = 12.6
num_vias = 1079
dr_wl_met2_um = 1810

[floorplan]
die_w_um = 111
core_area_um2 = 8130
chipArea_um2 = 12300
fp-row-count = 33
ioPinCount = 205
die_height_um = 111
initial_core_util_pct = 23.8

[synth]
avgSynthCellArea_um2 = 13.1
xor_area_share_pct = 1.36
ys_sh_mux_pct = 2.07
syn_area_um2 = 1930
netlist.area_leader.share_pct = 51.3
yosysWarnings = 6
synthAoiAreaFrac_pct = 3.11
ys_seq_share_pct = 59.5
ys_types = 27
ys_area_um2 = 1930
ys.flops = 41
syn_inst = 148
area_leaders = edfxtp_1, buf_4, dfxtp_1
synthAdderAreaFrac_pct = 1.94
yosysTopAreaCell = edfxtp_1
topCombFamilyByArea = buffers and inverters
ys_cells = 148
simple_gate_area_share_pct = 5.18

[cells_and_area]
drive_above_1_share_pct = 3.96
fin_util_pct = 32.6
n_fill_cell = 817
stdcell_area_um2 = 2650
syn_to_final_growth_pct = 37.1
fin_cells = 332

[job]
warnings = 91
maxCapViolations = 0

[worst_hold_path]
hold_path_class = reg2reg

[run_status]
status = complete, no violations
layer usage:
layer | vias to the layer above | GRT usage [%]
li1 | 526 | -
met2 | 88 | 9.55
met5 | - | 0
met4 | 0 | 0.608
met1 | 463 | 8.44
met3 | 2 | 3.39
final timing paths:
kind / from / endpoint / slack (ns) / depth (start not counted)
hold reg to reg: fifo_buffer.u_rx_fifo_buf.fifo_cnt[3] / fifo_buffer.u_rx_fifo_buf.fifo_cnt[3] / 0.49 / 2
hold / removal: fifo_buffer.u_rx_fifo_buf.fifo_cnt[3] / fifo_buffer.u_rx_fifo_buf.fifo_cnt[3] / 0.49 / 2
setup reg to reg: fifo_buffer.u_rx_fifo_buf.fifo_cnt[0] / fifo_buffer.u_rx_fifo_buf.fifo_cnt[2] / 1.12 / 8
setup / recovery: fwd_tvalid_i / fifo_buffer.u_rx_fifo_buf.fifo_cnt[2] / 1.10 / 9
cell usage after synthesis (all sizes together):
| cell type | number |
|---|---|
| a21boi | 1 |
| a21oi | 2 |
| and2 | 2 |
| and3 | 1 |
| buf | 67 |
| conb | 1 |
| dfxtp | 8 |
| edfxtp | 33 |
| ha | 3 |
| inv | 2 |
| mux2i | 4 |
| nand2 | 5 |
| nand2b | 1 |
| nor2 | 2 |
| nor2b | 3 |
| nor3 | 1 |
| nor4b | 1 |
| nor4bb | 1 |
| o21ai | 4 |
| o31ai | 1 |
| o41a | 1 |
| or3 | 1 |
| xnor2 | 1 |
| xor2 | 2 |
final cells by class:
| class | count | area, µm² | area share (%) |
|---|---|---|---|
| Sequential cell | 41 | 1150 | 43.4 |
| Multi-Input combinational cell | 102 | 508 | 19.2 |
| Timing Repair Buffer | 75 | 748 | 28.2 |
| Clock buffer | 5 | 68.8 | 2.60 |
| Inverter | 2 | 7.51 | 0.283 |
| Clock inverter | 2 | 35.0 | 1.32 |
| Tap cell | 105 | 131 | 4.96 |
logic make-up after synthesis:
kind of cell	Yosys count
multiplexers	4
flip-flops	41
AND/OR/NAND/NOR	18
buffers and inverters	69
adder cells (fa/ha/maj)	3
AND-OR/OR-AND	9
other	1
XOR/XNOR	3
registers in the layout, indices dropped and copies added (netlist names):
register,flops
pslverr,1
bwd_tvalid,1
fwd_tready,1
fifo_buffer.u_rx_fifo_buf.fifo_cnt,4
prdata,32
state,2
metrics by stage:
stage               power (mW)  worst slack (ns)
finish                    1.46              1.10
global route              1.57             0.981
CTS                       1.49              1.10
detailed placement        1.10             0.794
global placement          1.09             0.837
floorplan                0.980              1.22
critical path: cells and delay by family:
family	cells	cell delay (ns)
AND-OR/OR-AND	2	0.24
XOR/XNOR	2	0.24
adder cells (fa/ha/maj)	2	0.45
buffers and inverters	1	0.45
AND/OR/NAND/NOR	2	0.37
power by group through the flow:
stage,sequential (mW),clock (mW),combinational (mW)
after global routing,0.702,0.419,0.446
final,0.692,0.378,0.387
after CTS,0.692,0.399,0.398
cells in the final DEF (no fill, tap or decap), types with 2 or more instances in the layout:
cell,count
nor2_1,2
clkdlybuf4s50_1,74
edfxtp_1,33
inv_1,2
ha_1,3
o21ai_0,2
nor2b_1,3
o21ai_1,2
mux2i_1,4
and2_1,2
xor2_1,2
nand2_1,5
conb_1,65
clkbuf_8,5
dfxtp_1,8
Power is estimated from default activity; no workload was simulated.
